**flow/run.sh**
```bash
#!/bin/bash
# OpenROAD 26Q1-2900-gdf79404cd8, Yosys 0.63+post, stock flow scripts
make -C /OpenROAD-flow-scripts/flow DESIGN_CONFIG=/design/flow/config.mk WORK_HOME=/design/flow/orfs finish
```
**flow/config.mk**
```make
export PLATFORM = sky130hd
export DESIGN_NAME = clawc
export DESIGN_NICKNAME = clawc
export VERILOG_FILES = /design/flow/design.v
export SDC_FILE = /design/flow/constraint.sdc
export NUM_CORES = 4
export LEC_CHECK = 1
export CORE_AREA = 10 10 70 70
export DIE_AREA = 0 0 80 80
```
**flow/constraint.sdc**
```tcl
current_design clawc

set clk_period 5.0
set clk_io_pct 0.2

create_clock -name clk0 -period $clk_period

set non_clock_inputs [all_inputs -no_clocks]
set_input_delay [expr $clk_period * $clk_io_pct] -clock clk0 $non_clock_inputs
set_output_delay [expr $clk_period * $clk_io_pct] -clock clk0 [all_outputs]
```
**flow/design.v**
```verilog
module clawc (output [3:0]sum,output cout, input [3:0]a,b,input cin);
wire [3:0]g,p,c;
assign g[0]=a[0]&b[0];
assign g[1]=a[1]&b[1];
assign g[2]=a[2]&b[2];
assign g[3]=a[3]&b[3];
assign p[0]=a[0]^b[0];
assign p[1]=a[1]^b[1];
assign p[2]=a[2]^b[2];
assign p[3]=a[3]^b[3];
assign c[0]=cin;
assign c[1]=g[0]|(p[0]&c[0]);
assign c[2]=g[1]|(p[1]&g[0])|(p[1]&p[0]&c[0]);
assign c[3]=g[2]|(p[2]&g[1])|(p[2]&p[1]&g[0])|(p[2]&p[1]&p[0]&c[0]);
assign cout=g[3]|(p[3]&g[2])|(p[3]&p[2]&g[1])|(p[3]&p[2]&p[1]&g[0])|(p[3]&p[2]&p[1]&p[0]&c[0]);
assign sum[0]=p[0]^c[0];
assign sum[1]=p[1]^c[1];
assign sum[2]=p[2]^c[2];
assign sum[3]=p[3]^c[3];
endmodule
```
==> run_results.csv <==
group,metric,value,unit
outcome,status,"finished clean",
sta,maxSlewViolCount,0,
routing,viasPerCell,2.19,
sta,min_period_over_period,75.1,%
sta,finalCriticalPeriod,3.76,ns
floorplan,die_w,80,um
placed_design,dp.cells,80,
placed_design,dp_hpwl,519,um
placed_design,gp_congestion,0.698,
critical_path,worst-setup-path-type,"in -> out",
routing,drc,0,
sta,finalHoldViolations,0,
critical_path,crit_path_end_kind,"output port",
synth,synth-cells-yosys,20,
sta,setup_viol_count_final,0,
synth,synth-area-yosys,170,um^2
job,cap_violations,0,
critical_path,critical_path_required,4.00,ns
critical_path,critPathMaxFanout,3,
routing,post_drt_wl_per_cell,6.96,um
global_route,grt_usage,1.73,%
power,ir_drop,44.8,uV
floorplan,initCoreUtil,4.98,%
routing,routed_wl,557,um
clocking,post-cts-setup-buffer-count,0,
placed_design,pre_cts_ws,1.27,ns
sta,relSlewSlack,88.8,%
global_route,grt_remaining_overflow,0,
final_layout,flops,0,
final_layout,ff_latch_area,0,um^2
global_route,grt_max_degree,4,
clocking,cts_resized,0,
floorplan,core,3420,um^2
clocking,ctsHoldBuffers,0,
global_route,first_global_vias,184,
synth,syn_inst,20,
sta,timing.final.ws_setup,1.24,ns
routing,drt-initial-drc-count,11,
sta,grt_setup_unrepaired,"no",
routing,num_antenna_cells,0,
synth,synth_cell_types,10,
hold_path,hp-class,"in -> out",
floorplan,num_rows,21,
power,p_leak,0.000156,uW
routing,ant_nets,0,
floorplan,die_h,80,um
job,warning_count,33,
final_layout,clock_buffers,0,
synth,yosysWarnings,0,
final_layout,area_growth,116,%
synth,synth_area,170,um^2
critical_path,worstPathArrival,2.76,ns
routing,vias,175,
global_route,antenna_found_initial,0,
global_route,grt_pass1_wl,876,um
floorplan,die-area,6400,um^2
sta,worst_slew_pin_slew,0.168,ns
critical_path,start_kind,"input port",
routing,drtPass1Iterations,3,
final_layout,final_cells,80,
final_layout,drive_gt1_share,5.88,%
placed_design,portBuffers,14,
floorplan,io_pins,14,
power,power.density,104,nW/um^2
sta,fmax,266,MHz
synth,syn_area_per_cell,8.51,um^2
synth,ys_seq_share,0,%
sta,fin_setup_tns,0,ns
routing by layer:
metal	wire length, um	GRT usage [%]	vias to the layer above
met1	330	2.98	67
met2	104	1.44	13
met4	0	0	0
li1	-	-	95
met3	122	1.36	0
met5	0	0	-
per-stage QoR:
stage | hold slack, ns | util, % | cell area, um^2 | total power [uW]
floorplan | 2.17 | - | 170 | 13.9
global placement | 3.08 | 10.8 | 368 | 38.2
detailed placement | 3.09 | 10.8 | 368 | 38.9
CTS | 3.09 | 10.8 | 368 | 39.3
global route | 3.16 | 10.8 | 368 | 43.5
finish | 3.08 | 10.8 | 368 | 38.4
power breakdown:
| group | leakage, uW | internal, uW | switching [uW] |
|---|---|---|---|
| logic | 0.000156 | 26.1 | 12.4 |
| registers | 0 | 0 | 0 |
| clock network | 0 | 0 | 0 |
| total | 0.000156 | 26.1 | 12.4 |
cells in the final DEF (no fill, tap or decap):
cell type and count:
xor2_1 1, xnor2_1 2, inv_1 4, nand2_1 1
fa_1 1, o21ai_2 1, a21oi_2 1, ha_1 5
a21oi_1 2, clkdlybuf4s50_1 14, a21o_1 2
cells in the mapped netlist:
cell type,n,area share (%)
a21o_1,2,8.8
a21oi_1,2,5.9
a21oi_2,1,5.1
fa_1,1,12
ha_1,5,37
inv_1,4,8.8
nand2_1,1,2.2
o21ai_2,1,5.1
xnor2_1,2,10
xor2_1,1,5.1
path summary, 6_finish.rpt:
| path | from | endpoint | slack (ns) | cells past startpoint |
|---|---|---|---|---|
| worst min-delay path | b[3] | sum[3] | 3.08 | 4 |
| worst max-delay path | a[0] | sum[2] | 1.24 | 6 |
cells by family (layout without fill, tap and decap cells):
group | after synthesis | after routing | share of synthesized area, %
xor gates and xnor gates | 3 | 3 | 15.4
AOI/OAI and AO/OA | 6 | 6 | 25.0
and+or+nand+nor | 1 | 1 | 2.20
buffers and inverters | 4 | 18 | 8.82
adders and majority gates | 6 | 6 | 48.5
area by class of cell:
class	count	area, um^2
Tap cell	46	57.6
Fill cell	408	3050
Inverter	4	15.0
Timing Repair Buffer	14	140
Multi-Input combinational cell	16	155
critical path: stages:
cell             delay (ns)
clkdlybuf4s50_1        0.46
ha_1                   0.33
a21o_1                 0.17
a21oi_2                0.15
xnor2_1                0.13
clkdlybuf4s50_1        0.50
Power figures rest on the tool's default switching activity, not on a simulated workload.
